--- flow/config.mk ---
export PLATFORM = sky130hd
export DESIGN_NAME = Microprocessor
export DESIGN_NICKNAME = Microprocessor
export VERILOG_FILES = /design/flow/design.v
export SDC_FILE = /design/flow/constraint.sdc
export NUM_CORES = 4
export LEC_CHECK = 1
export CORE_AREA = 10 10 70 70
export DIE_AREA = 0 0 80 80
--- flow/constraint.sdc ---
current_design Microprocessor

set clk_period 1.0
set clk_io_pct 0.2

create_clock -name clk0 -period $clk_period [get_ports {clk}]
create_clock -name clk1 -period $clk_period [get_ports {reset}]

set non_clock_inputs [all_inputs -no_clocks]
set_input_delay [expr $clk_period * $clk_io_pct] -clock clk0 $non_clock_inputs
set_output_delay [expr $clk_period * $clk_io_pct] -clock clk0 [all_outputs]
--- flow/design.v ---
`timescale 1ns / 1ps
module Alu(
    input op,
    input [7:0] a,
    input [7:0] b,
    output [7:0] c,
    output over
    );
	 reg [8:0] cOut;
	 reg overOut;
	 assign c = cOut[7:0];
	 assign over = cOut[8]^cOut[7];
	 always @(*) begin
		cOut=a+b;
	 end
endmodule
`timescale 1ns / 1ps
module ClkDivider(
    input clkin,
    input reset,
    output reg clkout
    );
	 reg [31:0] cnt;
	 always @(posedge reset) begin
		cnt<=0;
		clkout<=0;
	 end
	 always @(posedge clkin) begin
		if(cnt==32'd2500) begin
			cnt<=0;
			clkout<=~clkout;
		end
		else begin
			cnt<=cnt+1;
		end
	 end
endmodule
`timescale 1ns / 1ps
module ControlUnit(
    input [1:0] op,
    output Branch,
    output MemToReg,
    output MemRead,
    output MemWrite,
    output ALUop,
    output ALUsrc,
    output RegWrite,
    output RegDst
    );
	 reg[7:0] out;
	 assign {Branch,MemToReg,MemRead,MemWrite,ALUop,ALUsrc,RegWrite,RegDst} = out;
	 always @(op) begin
		case(op)
			2'b00 : out <= 8'b00001011;
			2'b01 : out <= 8'b01100110;
			2'b10 : out <= 8'b00010100;
			2'b11 : out <= 8'b10000000;
		endcase
	end
endmodule
`timescale 1ns / 1ps
module Decoder(
    input [3:0] bcd,
    output [6:0] seg
    );
	 reg [6:0] sReg;
	 assign seg = sReg;
	 always @(*) begin
		case(bcd)
			4'd0: sReg <= 7'b0111111;
			4'd1: sReg <= 7'b0000110;
			4'd2: sReg <= 7'b1011011;
			4'd3: sReg <= 7'b1001111;
			4'd4: sReg <= 7'b1100110;
			4'd5: sReg <= 7'b1101101;
			4'd6: sReg <= 7'b1111101;
			4'd7: sReg <= 7'b0000111;
			4'd8: sReg <= 7'b1111111;
			4'd9: sReg <= 7'b1101111;
			4'd10: sReg <= 7'b1110111;
			4'd11: sReg <= 7'b0011111;
			4'd12: sReg <= 7'b1001110;
			4'd13: sReg <= 7'b0111101;
			4'd14: sReg <= 7'b1001111;
			4'd15: sReg <= 7'b1000111;
		endcase
	 end
endmodule
`timescale 1ns / 1ps
module MUX2bit(
    input [1:0] a,
    input [1:0] b,
    input control,
    output [1:0] out
    );
	 reg [1:0] outReg;
	 assign out = outReg;
	 always @(*) begin
		if(control) begin
			outReg=b;
		end
		else begin
			outReg=a;
		end
	 end
endmodule
`timescale 1ns / 1ps
module MUX8bit(
    input [7:0] a,
    input [7:0] b,
    input control,
    output [7:0] out
    );
	 reg [7:0] outReg;
	 assign out = outReg;
	 always @(*) begin
		if(control) begin
			outReg=b;
		end
		else begin
			outReg=a;
		end
	 end
endmodule
`timescale 1ns / 1ps
module Memory(
    input [7:0] Address,
    input [7:0] WriteData,
    input Write,
    input Read,
    input reset,
    output [7:0] ReadData
    );
	 reg [7:0] outdata;
	 reg [7:0] mem [0:31];
	 integer i = 0;
	 assign ReadData = outdata;
	 always @(Address or Write or Read or WriteData) begin
		if(Write == 1'b1) begin
			mem[Address] <= WriteData;
		end
		else if(Read == 1'b1) begin
			outdata <= mem[Address];
		end
	 end
	 always@(posedge reset) begin
		for(i=0;i<16;i=i+1) begin
			mem[i] = i;
		end
		for(i=0;i<16;i=i+1) begin
			mem[i+16] = -i;
		end
	end
endmodule
`timescale 1ns / 1ps
module Microprocessor(
	 input [7:0] instruction,
	 input clk,
	 input reset,
	 output [7:0] pcOut,
	 output [6:0] wData1,
	 output [6:0] wData2,
	 output overflow
    );
	 reg [1:0] opR;
	 reg [1:0] RR1R;
	 reg [1:0] RR2R;
	 reg [1:0] rdR;
	 wire [1:0] op;
	 wire [1:0] RR1;
	 wire [1:0] RR2;
	 wire [1:0] rd;
	 assign op = opR;
	 assign RR1 = RR1R;
	 assign RR2 = RR2R;
	 assign rd = rdR;
	 wire Branch,MemToReg,MemRead,MemWrite,ALUop,ALUsrc,RegWrite,RegDst;
	 wire [1:0] WriteReg;
	 wire [7:0] WriteData;
	 wire [7:0] RegData1;
	 wire [7:0] RegData2;
	 wire [7:0] ALUout;
	 wire [7:0] ALUb;
	 wire [7:0] MemData;
	 wire [7:0] rdExtend;
	 wire [3:0] HighWD;
	 wire [3:0] LowWD;
	 assign HighWD = MemData[7:4];
	 assign LowWD = MemData[3:0];
	 ControlUnit CU(op,Branch,MemToReg,MemRead,MemWrite,ALUop,ALUsrc,RegWrite,RegDst);
	 PC pc(Branch,clk,reset,rdExtend,pcOut);
	 MUX2bit RegMux(RR2,rd,RegDst,WriteReg);
	 MUX8bit MemMux(ALUout,MemData,MemToReg,WriteData);
 	 MUX8bit ALUMux(RegData2,rdExtend,ALUsrc,ALUb);
	 RegisterFile RF(RR1,RR2,RegWrite,WriteReg,WriteData,reset,RegData1,RegData2);
	 Memory MEM(ALUout,RegData2,MemWrite,MemRead,reset,MemData);
	 SignExtend SE(rd,rdExtend);
	 Alu ALU(ALUop,RegData1,ALUb,ALUout,overflow);
	 Decoder HighNum(HighWD,wData1);
	 Decoder LowNum(LowWD,wData2);
	 always @(instruction) begin
		opR <= instruction[7:6];
		RR1R <= instruction[5:4];
		RR2R <= instruction[3:2];
		rdR <= instruction[1:0];
	 end
endmodule
`timescale 1ns / 1ps
module PC(
	 input Branch,
	 input clk,
	 input reset,
	 input [7:0] bData,
    output [7:0] out
    );
	 wire clkDiv;
	 reg [7:0] outReg;
	 assign out = outReg;
	 ClkDivider clk_div(clk,reset,clkDiv);
	 always @(posedge reset) begin
		outReg<=0;
	 end
	 always @(posedge clkDiv) begin
		if(Branch) begin
			outReg <= bData+outReg+1;
		end
		else begin
			outReg <= outReg+1;
		end
	 end
endmodule
`timescale 1ns / 1ps
module RegisterFile(
    input [1:0] ReadReg1,
    input [1:0] ReadReg2,
	 input Write,
    input [1:0] WriteReg,
    input [7:0] WriteData,
	 input reset,
    output [7:0] ReadData1,
    output [7:0] ReadData2
    );
	 reg [7:0] regist[0:3];
	 reg [7:0] RD1;
	 reg [7:0] RD2;
	 assign ReadData1 = RD1;
	 assign ReadData2 = RD2;
	 always@(posedge reset) begin
		regist[0]=0;
		regist[1]=0;
		regist[2]=0;
		regist[3]=0;
	 end
	 always@(Write or ReadReg1 or ReadReg2 or WriteReg or WriteData) begin
		RD1 <= regist[ReadReg1];
		RD2 <= regist[ReadReg2];
		if(Write==1'b1) begin
			regist[WriteReg] <= WriteData;
		end
	 end
endmodule
`timescale 1ns / 1ps
module SignExtend(
    input [1:0] in,
    output [7:0] out
    );
	 assign out={{6{in[1]}},in};
endmodule
--- flow/run.sh ---
#!/bin/bash
# OpenROAD 26Q1-2900-gdf79404cd8, Yosys 0.63+post, stock flow scripts
make -C /OpenROAD-flow-scripts/flow DESIGN_CONFIG=/design/flow/config.mk WORK_HOME=/design/flow/orfs finish
==> Changelog: implementation <==
## Flow update

* Outcome: finished clean
* Power Dens Cells at 208.2 mW/mm^2
* Max Slew Vio Count at 0
* Final setup fails at 0
* Worst vdd ir at ~0.04 mV
* Top cells, area: buf_4 51%, dlxtp_1 19%, ha_1 5.3%, nand2b_1 5.3%, nor2b_1 5.3%
* Chip area at 0.006400 mm^2
* Drt pass-1 iters at 1
* Share of cells above drive strength 1 at 19.51%
* Final instance area at between 300 and 400 um^2
* Worst hold path type: in -> out
* Worst Hold Slack at ~0.75 ns
* Worst setup EP type: output port
* Yosys warning count at 1071
* Crit start category: primary input
* Most flops, register: MEM.outdata
* Worst EP arrival at 0.74 ns
* Final GP Congestion at 0.6953
* Endpoints left unconstrained at 13
* Hold Vio Cnt, Final at 0
* Antenna-violating nets left at 0
* Cells after Synth at 31
* Diode count at 0
* Antenna violations before repair at 0
* Vias in the first global route at around 170
* RSZ-0062 raised after global routing: no
* Post-Route WL at between 500 and 600 um
* CP Cell Sequence: buf_6 > inv_2 > ha_4 > nor2b_4 > buf_2
* Area of the core at 0.003416 mm^2
* Max-cap viol count at 0
* Global-route wire length before repair at 669 um
* Register pins left without a clock at 3
* Reported leakage power at 0.1677 nW
* Mapped Area at 237.7 um^2
* Crit-path max cell delay at about 0.20 ns
* GRT Resource Usage Total at under 10%
* Regs by FF count: MEM.outdata x3
* Syn avg cell area at 7.669 um^2
* Max-area cell share at 50.53%
* I/O pin cnt at 33
* Total grt overflow at 0
* Detailed-route vias per instance at 1.977
* Synth area leader: buf_4
* Wirelength per Cell at 6.149 um
* # placed instances at between 80 and 90
* Crit Path Max Fanout at 2
* DR iter-0 viols at 0
* Largest net degree at the start of global routing at 5
* Max reg flops at 3
* Area grow syn2layout at 62.63%
* Worst hold path cell count at 4
* Distinct lib cells at 9
* WHS Endpoint: overflow
* Vias at ~170
* Final non-filler cell total at about 87
* Number of synthesized register bits at 3
* FP Core Util at 6.960%
* Post-DP Area at approximately 360 um^2
* Log Warnings at 34
* Number of standard cells reported by yosys at 31
* CP max-delay cell: ha_4
* Die Wd at ~80 um
* Post-route total power at about 0.08 mW
* Hold_buf cts at 0
* Crit Path Category: in -> out
* Yosys chip area at 237.7 um^2
* HP Start: instruction[6]
* Row cnt at 21
* Worst Path Required at 0.80 ns
* DRC at 0
* Buffers added on ports at 15
* Die Ht at 80 um
-- repair_timing --
item	in CTS	in global routing
cloned	0	0
buffers inserted	1	0
resized	15	2
pin swaps	1	1
endpoints found under the setup margin	1	1
-- cell usage in the layout, fill, tap and decap left out --
cell	instances
buf_2	1
buf_4	1
buf_6	2
clkdlybuf4s50_1	11
conb_1	12
dlxtp_1	3
dlygate4sd2_1	1
ha_4	1
inv_1	2
inv_2	1
nand2b_1	2
nor2_1	1
nor2b_1	1
nor2b_4	1
nor3b_2	1
-- through the flow --
step / TNS, ns / worst slack [ns] / util, %
floorplan: 0 / 0.1815 / -
global placement: -0.8833 / -0.8833 / 10.62
detailed placement: -0.8775 / -0.8775 / 10.62
CTS: 0 / 0.01953 / 10.95
global route: 0 / 0.01185 / 11.32
finish: 0 / 0.05747 / 11.32
-- how the worst max path moves through the flow --
| stage | startpoint | endpoint | slack, ns | depth (start not counted) |
|---|---|---|---|---|
| CTS | instruction[7] | overflow | 0.02 | 5 |
| global route | instruction[7] | overflow | 0.01 | 5 |
| finish | instruction[7] | overflow | 0.06 | 5 |
-- worst max-delay path: cells and delay by family --
family / cells / cell delay (ns)
fa+ha+maj: 1 / 0.20
simple gates: 1 / 0.10
buf+inv: 3 / 0.24
-- metal layers --
metal | share of wire, % | GRT usage (%) | wire length, um
met5 | 0 | 0 | 0
met4 | 0 | 0 | 0
met3 | 21 | 0.6818 | 115
met2 | 45 | 1.926 | 240
met1 | 33 | 1.331 | 179
-- cells by family after synthesis --
family                   Yosys count  synth area share (%)
adder cells (fa/ha/maj)            1                 5.262
latches                            3                 18.95
buffers and inverters             19                 55.26
other                              2                 3.159
AND/OR/NAND/NOR                    6                 17.36
-- power breakdown --
group	internal, mW	switching (mW)
sequential	0.00804	0.00148
combinational	0.0485	0.0225
clock	0	0
total	0.0565	0.0240
-- cells in the mapped netlist --
library cell,n
buf_4,16
conb_1,2
dlxtp_1,3
ha_1,1
inv_1,3
nand2b_1,2
nor2_1,1
nor2b_1,2
nor3b_2,1
-- final cells by class --
class / instances / area [um^2]
Fill cell: 403 / 3029
Timing Repair Buffer: 16 / 153.9
Sequential cell: 3 / 45.04
Multi-Input combinational cell: 19 / 118.9
Inverter: 3 / 11.26
Tap cell: 46 / 57.56
Power is estimated from default activity; no workload was simulated.
